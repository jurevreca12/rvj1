### design.v
module less_than_sign_Nb #(parameter int N = 32) (
  input  logic [N-1:0] a,
  input  logic [N-1:0] b,
  output logic [N-1:0] r
);
logic [N-2:0]  res_abs;
less_than_unsign_Nb #(.N(31)) ltu_31b (.a(a[N-2:0]), .b(b[N-2:0]), .r(res_abs));
always_comb
begin
  unique case ({a[N-1], b[N-1]})
    2'b10 :   r = 32'h0000_0001;
    2'b01 :   r = 32'h0000_0000;
    default : r = {1'b0, res_abs};
endcase
end
endmodule
module less_than_unsign_Nb #(parameter int N = 32) (
  input  logic [N-1:0] a,
  input  logic [N-1:0] b,
  output logic [N-1:0] r
);
  logic lt;
  assign lt = a < b;
  assign r = { {N-1{1'b0}}, lt};
endmodule
### run.sh
#!/bin/bash
# OpenROAD 26Q1-2900-gdf79404cd8, Yosys 0.63+post, stock flow scripts
make -C /OpenROAD-flow-scripts/flow DESIGN_CONFIG=/design/flow/config.mk WORK_HOME=/design/flow/orfs finish
### config.mk
export PLATFORM = sky130hd
export DESIGN_NAME = less_than_sign_Nb
export DESIGN_NICKNAME = less_than_sign_Nb
export VERILOG_FILES = /design/flow/design.v
export SDC_FILE = /design/flow/constraint.sdc
export NUM_CORES = 4
export LEC_CHECK = 1
export CORE_AREA = 10 10 87 87
export DIE_AREA = 0 0 97 97
### constraint.sdc
current_design less_than_sign_Nb

set clk_period 5.3
set clk_io_pct 0.2

create_clock -name clk0 -period $clk_period

set non_clock_inputs [all_inputs -no_clocks]
set_input_delay [expr $clk_period * $clk_io_pct] -clock clk0 $non_clock_inputs
set_output_delay [expr $clk_period * $clk_io_pct] -clock clk0 [all_outputs]
==> flow_summary_export.csv <==
group,metric,value,unit
worst_hold_path,hp-class,"input port to output pin",
synth,largest_area_cell,"ha_1",
synth,syn_inst,142,
drt,wirelength,3000,um
synth,syn_area,1020,um2
floorplanning,rows,27,
timing,setup_viol,0,
drt,antenna_cells_inserted,0,
synth,syn_avg_cell_area,7.21,um2
grt,grt_max_degree,4,
cts,holdBufCountCts,0,
timing,clock.fmax,236,MHz
drt,drtIter0Drc,9,
timing,fin_tns_setup,0,ns
floorplanning,core,5640,um2
power_and_ir_drop,ir_worst_vdd,0.0228,mV
setup_path,path_cells,"clkdlybuf4s50_1 -> inv_1 -> ha_1 -> a21oi_2 -> o21ai_1 -> a221o_1 -> o21ai_1 -> and3b_1 -> clkdlybuf4s50_1",
finish,area_growth,60.6,%
placed_design,pre_cts_slack,1.02,ns
drt,vias,985,
floorplanning,fp_util,18.1,%
finish,fin_area,1640,um2
power_and_ir_drop,leakagePower,0.843,nW
finish,clock_buffer_count,0,
setup_path,critPathLaunchType,"input port",
synth,synthTopCellsByCount,"32 x inv_1, 31 x buf_4, 31 x ha_1, 11 x a21oi_1, 6 x nand4_1",
run,maxCapViolCount,0,
setup_path,critPathMaxStageDelay,0.49,ns
synth,yosys_cells,142,
floorplanning,io_pins,96,
placed_design,postPlaceCellArea,1640,um2
timing,fin_crit,4.24,ns
setup_path,cp.arrival,3.18,ns
placed_design,dp_hpwl,2970,um
setup_path,critPathCaptureType,"output pin",
placed_design,gp_congestion,0.744,
timing,worst_slack,1.06,ns
grt,antenna_found_initial,0,
grt,grt_pass1_vias,1034,
floorplanning,die_y,97,um
setup_path,path_max_fanout,2,
drt,routedWlPerCell,10.8,um
synth,postSynthSeqShare,0,%
drt,drc_errors,0,
synth,top_cell_area_share,37.9,%
synth,synth.distinct_cells,22,
grt,grt_use_total,5.77,%
synth,top_cells_by_area,"ha_1 38%, buf_4 23%, inv_1 12%, a21oi_1 5.4%, nand4_1 3.7%",
grt,grt_first_pass_wirelength,4730,um
grt,grt_overflow_total,0,
setup_path,crit_slowest_cell,"clkdlybuf4s50_1",
finish,drive_above_1_share,1.46,%
synth,yosys_area,1020,um2
synth,yosysWarnings,1,
run,warnings,32,
timing,period_used_share,80.0,%
finish,flops,0,
floorplanning,die_w,97,um
power_and_ir_drop,pwr_density_cell,61.2,nW/um2
timing,finalMaxSlewViolations,0,
timing,hold_violations,0,
synth,synth.most_common_cell,"inv_1",
run_status,status,"complete, no violations",
timing,rsz0062_at_grt,"false",
setup_path,cp.required,4.24,ns
drt,drt-pass1-iter-count,4,
cts,postCtsSetupBuffers,0,
placed_design,port_buffers,65,
finish,register_area,0,um2
cts,cts_resized,0,
setup_path,path_class,"input port to output pin",
floorplanning,chipArea,9410,um2
drt,vias_per_cell,3.54,
drt,ant_nets,0,
-- final cells by class --
cell class,count,area (um2)
multi-input combinational,109,783
fill,606,4000
timing repair buffer,65,651
tap,72,90.1
inverter,32,120
-- worst paths after layout --
kind                   from  slack, ns  endpoint  cells past startpoint
worst max-delay path  b[12]       1.06      r[0]                      9
worst min-delay path  b[22]       3.44      r[0]                      7
-- routing by layer --
layer	routed length [um]	GRT usage, %	share of wire (%)
met5	0	0	0
met4	0	0	0
met3	164	1.07	5.5
met2	1430	10.3	48
met1	1400	7.37	47
-- worst max-delay path, delay by kind of cell --
| family | cells | cell delay (ns) |
|---|---|---|
| buffers and inverters | 3 | 0.98 |
| AND-OR/OR-AND | 4 | 0.68 |
| adder cells (fa/ha/maj) | 1 | 0.30 |
| AND/OR/NAND/NOR | 1 | 0.15 |
-- logic make-up (layout without fill, tap and decap cells) --
| kind of cell | after synthesis | after routing | synth area share [%] |
|---|---|---|---|
| simple gates | 23 | 23 | 12.8 |
| fa+ha+maj | 31 | 31 | 37.9 |
| buf+inv | 63 | 97 | 34.5 |
| compound gates | 24 | 24 | 14.4 |
| other cells | 1 | 31 | 0.366 |
-- cells in the final DEF (no fill, tap or decap) --
cell and count:
ha_1 31, nor2_1 1, nand2_1 5, nor2b_1 2, nand2b_1 2, a21o_1 2
nor3_1 1, o21ai_1 2, nor4_2 1, a221o_1 1, o311ai_0 1, inv_1 32
a211oi_1 1, and3b_1 1, conb_1 31, nand3_1 4, a41oi_1 1, clkdlybuf4s50_1 65
o21ai_0 3, a21oi_1 11, nand4_1 6, a21oi_2 2
-- per-stage QoR --
stage	util (%)	hold slack, ns	power (mW)	instances
2_1_floorplan	-	2.49	0.0571	172
3_3_place_gp	29.1	3.46	0.102	278
3_5_place_dp	29.1	3.45	0.103	278
4_1_cts	29.1	3.46	0.103	278
5_1_grt	29.1	3.53	0.115	278
6_report	29.1	3.44	0.101	278
-- where the power goes --
group,switching [mW],internal [mW]
clock,0,0
combinational,0.0348,0.0657
sequential,0,0
Power is estimated from default activity; no workload was simulated.
